## flow/run.sh

```bash
#!/bin/bash
# OpenROAD 26Q1-2900-gdf79404cd8, Yosys 0.63+post, stock flow scripts
make -C /OpenROAD-flow-scripts/flow DESIGN_CONFIG=/design/flow/config.mk WORK_HOME=/design/flow/orfs finish
```

## flow/config.mk

```make
export PLATFORM = sky130hd
export DESIGN_NAME = axi_stream_insert_header
export DESIGN_NICKNAME = axi_stream_insert_header
export VERILOG_FILES = /design/flow/design.v
export SDC_FILE = /design/flow/constraint.sdc
export NUM_CORES = 4
export LEC_CHECK = 1
export CORE_UTILIZATION = 50
```

## flow/constraint.sdc

```tcl
current_design axi_stream_insert_header

set clk_period 8.4
set clk_io_pct 0.2

create_clock -name clk0 -period $clk_period [get_ports {clk}]

set non_clock_inputs [all_inputs -no_clocks]
set_input_delay [expr $clk_period * $clk_io_pct] -clock clk0 $non_clock_inputs
set_output_delay [expr $clk_period * $clk_io_pct] -clock clk0 [all_outputs]
```

## flow/design.v

```verilog
module axi_stream_insert_header #(
    parameter DATA_WD = 32,
    parameter DATA_BYTE_WD = DATA_WD / 8,
    parameter BYTE_CNT_WD = $clog2(DATA_BYTE_WD)
) (
    input                       clk             ,
    input                       rst_n           ,
    input                       valid_in        ,
    input [DATA_WD-1 : 0]       data_in         ,
    input [DATA_BYTE_WD-1 : 0]  keep_in         ,
    input                       last_in         ,
    output                      ready_in        ,
    output                      valid_out       ,
    output [DATA_WD-1 : 0]      data_out        ,
    output [DATA_BYTE_WD-1 : 0] keep_out        ,
    output                      last_out        ,
    input                       ready_out       ,
    input                       valid_insert    ,
    input [DATA_WD-1 : 0]       data_insert     ,
    input [DATA_BYTE_WD-1 : 0]  keep_insert     ,
    input [BYTE_CNT_WD : 0]   byte_insert_cnt ,
    output                      ready_insert
    );
    reg                       r_ready_in        ;
    reg                       r_valid_out       ;
    reg  [DATA_WD-1 : 0]      r_data_out        ;
    reg  [DATA_BYTE_WD-1 : 0] r_keep_out        ;
    reg                       r_last_out        ;
    reg                       r_ready_insert    ;
    assign ready_in        =  r_ready_in        ;
    assign valid_out       =  r_valid_out       ;
    assign data_out        =  r_data_out        ;
    assign keep_out        =  r_keep_out        ;
    assign last_out        =  r_last_out        ;
    assign ready_insert    =  r_ready_insert    ;
    localparam BUFFER_W = 2*DATA_WD;
    localparam DOUBLE_DATA_BYTY_WD = 2*DATA_BYTE_WD;
    genvar i;
    wire shake_in,shake_insert,shake_out;
    assign shake_in = valid_in && ready_in;
    assign shake_insert = valid_insert && ready_insert;
    assign shake_out = valid_out && ready_out;
    always @(posedge clk or negedge rst_n) begin
        if(!rst_n) begin
            r_ready_in <= 1'b0;
        end
        else begin
            if(shake_insert == 1'b1 && ready_out == 1) begin
                r_ready_in <= 1'b1;
            end
            else if(last_in && shake_in)
                r_ready_in <= 1'b0;
        end
    end
    always @(posedge clk or negedge rst_n) begin
        if(!rst_n) begin
            r_ready_insert <= 1'b1;
        end
        else begin
            if(shake_insert == 1'b1)
                r_ready_insert <= 1'b0; 
            else if(last_out && ready_out == 1)
                r_ready_insert <= 1'b1;
        end
    end
    reg latent; 
    always@(posedge clk or negedge rst_n) begin
        if(~rst_n)
            latent <= 0;
        else if(last_in && shake_in)
            latent <= 1;
        else if(last_out && shake_out)
            latent <= 0;
    end
    reg [1:0] first_data_flag;
    always @(posedge clk or negedge rst_n) begin
        if(!rst_n)
            first_data_flag <= 'd0;
        else begin
            if(shake_insert)
                first_data_flag <= 'd1;
            else if(shake_in && first_data_flag =='d1)
                first_data_flag <= 'd2;
            else if(shake_in && first_data_flag =='d2)
                first_data_flag <= 'd3;
            else if(last_out && shake_out && first_data_flag == 'd3)
                first_data_flag <= 'd0;
        end
    end
    reg [1:0] last_data_flag;
    always @(posedge clk or negedge rst_n) begin
        if(!rst_n)
            last_data_flag <= 'd0;
        else begin
            if(last_in)
                last_data_flag <= 'd0;
            else if(last_data_flag == 'd0)
                last_data_flag <= 'd1;
            else if(last_data_flag == 'd1)
                last_data_flag <= 'd2;
            else if(last_data_flag == 'd2)
                last_data_flag <= 'd3;
        end
    end
    reg [DATA_BYTE_WD-1 : 0]r_keep_insert     ;
    reg [BYTE_CNT_WD : 0]   r_byte_insert_cnt ;
    always @(posedge clk) begin
        if(shake_insert) begin 
            r_keep_insert <= keep_insert;
            r_byte_insert_cnt <= byte_insert_cnt;
        end
        else begin
            r_keep_insert <= r_keep_insert;
            r_byte_insert_cnt <= r_byte_insert_cnt;
        end
    end
    reg [DOUBLE_DATA_BYTY_WD-1:0] double_wide_keep;
    wire last_less_flag; 
    wire [DATA_BYTE_WD-1:0] w_keep_out;
    always @(posedge clk) begin
        if(last_in)
            double_wide_keep <= ({r_keep_insert,keep_in} << (DATA_BYTE_WD - r_byte_insert_cnt));
    end
    wire [DOUBLE_DATA_BYTY_WD-1:0]test_lastflag = double_wide_keep << DATA_BYTE_WD;
    assign last_less_flag = (test_lastflag == 'd0) ? 1 : 0; 
    assign w_keep_out = last_less_flag ? double_wide_keep[(DOUBLE_DATA_BYTY_WD-1)-:DATA_BYTE_WD] : double_wide_keep[0+:DATA_BYTE_WD];
    assign keep_out = last_out ? w_keep_out : {DATA_BYTE_WD{1'b1}};
    reg [BUFFER_W-1:0]  data_double_wide_buffer;
    reg [DATA_WD-1:0]   buffer_high;
    reg [DATA_WD-1:0]   buffer_low;
    reg out_period; 
    wire [BYTE_CNT_WD+3:0] left_num;
    wire [BUFFER_W-1:0] shift_buffer;
    assign left_num = (DATA_BYTE_WD - r_byte_insert_cnt) << 3; 
    assign shift_buffer = data_double_wide_buffer << left_num;
    always @(posedge clk or negedge rst_n) begin
        if(!rst_n) begin
            out_period <= 'd0;
        end
        else begin
            if(last_out == 'd1)
                out_period <= 'd0;
            else if(first_data_flag == 'd2)
                out_period <= 'd1;
        end
    end
    always @(posedge clk) begin
        data_double_wide_buffer <= {buffer_high,buffer_low};
    end
    always @(posedge clk) begin
        if(shake_insert) begin
            buffer_high <= data_insert;
            buffer_low <= buffer_low;
        end
        else begin
            if(shake_insert) begin
                buffer_high <= data_insert;
                buffer_low <= buffer_low;
            end
            else if(shake_in && first_data_flag == 'd1) begin  
                buffer_high <= buffer_high;
                buffer_low <= data_in;
            end
            else if(shake_in && (first_data_flag == 'd2 || first_data_flag == 'd3) && shake_out) begin 
                buffer_high <= buffer_low;
                buffer_low <= data_in;
            end
            else if(last_less_flag == 'd0 && shake_out && latent == 1) begin 
                buffer_high <= buffer_low;
                buffer_low <= 'd0;
            end
        end
    end
    always @(posedge clk) begin
        if(last_out)
            r_data_out <= r_data_out;
        else if(out_period)
            r_data_out <= shift_buffer[(BUFFER_W-1)-:DATA_WD];
    end
    reg r1_last_in;
    reg r2_last_in;
    always @(posedge clk or negedge rst_n) begin
        if(!rst_n) begin
            r1_last_in <= 'd0;
            r2_last_in <= 'd0;
        end
        else begin
            if(shake_out) begin
                r1_last_in <= last_in;
                r2_last_in <= r1_last_in;
            end
        end
    end
    always @(posedge clk or negedge rst_n) begin
        if(!rst_n)
            r_last_out <= 'd0;
        else begin
            if(r_last_out && shake_out) 
                r_last_out <= 'd0;
            else if(last_data_flag == 'd1 && last_less_flag == 'd1) 
                r_last_out <= 'd1;
            else if(last_data_flag == 'd2 && last_less_flag == 'd0) 
                r_last_out <= 'd1;
        end
    end
    always @(posedge clk or negedge rst_n) begin
        if(!rst_n)
            r_valid_out <= 'd0;
        else begin
            if(r_last_out && shake_out)
                r_valid_out <= 'd0;
            else if(out_period == 'd1)
                r_valid_out <= 'd1;
        end
    end
endmodule
```

==> flow_summary.ini <==
; generated from flow reports
[critical_path]
slowest_delay_ns = 0.84
reg2reg_from = r_byte_insert_cnt[0]
critPathRequiredTime_ns = 6.72
cp-end-kind = output port
ff2ff_setup_slack_ns = 5.22
startpoint_type = register
reg2reg_to = r_data_out[28]
crit_fanout = 6
crit_chain = nor4_2 -> nand2_1 -> nand3b_1 -> clkdlybuf4s50_1
worstSetupPathType = reg2out
reg2regPathDepth = 7
crit_arrival_ns = 2.35
cp_slowest_cell = nor4_2

[synth]
syn_area_per_cell_um2 = 12.72
common_cells = 137 x nand2_1, 111 x edfxtp_1, 64 x dfxtp_1
yosysWarnings = 1
yosys_area_mm2 = 0.007584
ys_sh_adder_pct = 0.1650
synth_top_cell_by_area = edfxtp_1
ys_sh_mux_pct = 12.19
synth_cells = 596
async_reset_ff_share_pct = 6.417
netlist.area_leader.share_pct = 43.95
synthesis.area_mm2 = 0.007584
top_cells_by_area = edfxtp_1 44%, dfxtp_1 17%, nand2_1 6.8%, mux4_2 5.0%, mux2i_1 4.6%
topCombFamilyByArea = simple AND/OR/NAND/NOR gates
ys_cells = 596
edf_count = 111
synth-xor-area-share_pct = 0.4290
synth.distinct_cells = 46
yosys_most_used_dff = edfxtp_1
ys_seq_share_pct = 64.84
ys_sh_simple_pct = 13.71
synth_top_cell_by_count = nand2_1
synthAoiAreaFrac_pct = 6.006
synth-seq-cells = 187

[grt]
overflow = 0
grt.total_usage_pct = 21.25
antenna_found_initial = 0
grt_max_degree = 66
grt_pass1_wl_um = 23910
grt_pass1_vias = 4570

[route]
drtAntennaViolNets = 0
drc_errors = 0
totalWireLength_um = 14630
via_count = 4732
dr.pass1.iters = 18
drt_iter0_markers = 383
diodes = 0
routedWlPerCell_um = 16.13
routed_via_density = 5.217

[placed_design]
place_inst = 875
gp_congestion = 0.8241
io_buffer_count = 120
hpwl_um = 10210

[clocking]
cts_setup_buffers = 0
cts_tree = done
cts.sinks = 187
cts_made_buffers = 17
cts_buffer_depth = 2
ctsHoldBuffers = 0
clk_pin_slew_ns = 0.07
htreeDepth = 4
cts_root_buffer = clkbuf_16
cts_resized = 0
clk_latency_ns = 0.43

[finish]
drive_gt1_share_pct = 12.45
instances_no_fill = 907
syn2layout_area_growth_pct = 25.47

[floorplan]
coreArea_mm2 = 0.01464
pin_count = 121
die_w_um = 125.2
chipArea_mm2 = 0.01566
fp.dieH_um = 125.2
initCoreUtil_pct = 51.79
num_rows = 44

[timing]
final_max_slew_viol_count = 0
clock_skew_ns = 0.01238
hold_viol = 0
period_minus_slack_ns = 4.029
setup_tns_ns = 0
slew_headroom_pct = 37.10
fmax_mhz = 248.2
max_slew.worst_pin.slew_ns = 0.9356
setup_viol = 0
finalClockPeriodUsage_pct = 47.97
rsz0062_at_grt = no

[pwr]
switching_share_pct = 28.30
power_switching_w = 0.0008294
power_density_mw_per_mm2 = 308.0
peakVddDrop_mv = 0.1627
p_int_w = 0.002102
power_frac_clock_pct = 27.2
power_frac_comb_pct = 23.3
power_frac_seq_pct = 49.5
leakage_nw = 3.679

[outcome]
status = finished, final reports clean

[min_path]
hold_path_depth = 0
hold_path_startpoint = buffer_high[22]
min-delay-path-class = reg2reg
hold_end = data_double_wide_buffer[54]

[job]
maxCapViolations = 0
warnings = 26
-- flip-flops by register name (all words and copies together), names as in the netlist --
signal,flops
latent,1
buffer_low,32
double_wide_keep,8
first_data_flag,3
buffer_high,32
r_keep_insert,4
r_last_out,1
r_ready_in,1
r_ready_insert,1
last_data_flag,3
r_valid_out,1
out_period,1
r_byte_insert_cnt,3
data_double_wide_buffer,64
r_data_out,32
-- how the worst max path moves through the flow --
| stage | start | to | slack (ns) | cells after the start |
|---|---|---|---|---|
| finish | double_wide_keep[0] | keep_out[1] | 4.37 | 4 |
| global route | double_wide_keep[0] | keep_out[0] | 4.21 | 4 |
| CTS | double_wide_keep[0] | keep_out[1] | 4.40 | 4 |
-- critical path: cells and delay by family (launching register included) --
kind / cells / cell delay (ns)
simple gates: 3 / 1.09
buf+inv: 1 / 0.46
flops: 1 / 0.39
-- power by group through the flow --
stage     Sequential, W  Clock, W  Combinational [W]
6_report        0.00145  0.000796           0.000683
5_1_grt         0.00148  0.000851           0.000765
4_1_cts         0.00145  0.000812           0.000688
-- per-stage QoR --
step | setup slack [ns] | cell area, um^2 | utilization (%) | total power (W) | hold slack, ns
after floorplan | 4.988 | 7584 | - | 0.001875 | 0.3233
after global placement | 4.493 | 8920 | 60.91 | 0.002135 | 0.3268
after detailed placement | 4.432 | 8920 | 60.91 | 0.002148 | 0.3269
after CTS | 4.401 | 9515 | 64.98 | 0.002948 | 0.3400
after global routing | 4.212 | 9515 | 64.98 | 0.003098 | 0.3405
final | 4.371 | 9515 | 64.98 | 0.002931 | 0.3349
-- metal layers --
metal | share of wire [%] | up-vias | track usage [%]
met2 | 37 | 203 | 25.44
met3 | 11 | 10 | 10.03
met1 | 50 | 2149 | 40.11
met4 | 1.0 | 0 | 1.865
li1 | - | 2370 | -
met5 | 0 | - | 0
-- logic make-up (layout without fill, tap and decap cells) --
group,Yosys count,count (layout)
flops,187,187
xor+xnor,2,2
mux,69,69
compound gates,66,66
buf+inv,37,164
fa+ha+maj,1,1
simple gates,234,234
-- cell type report --
type | instances | area [um^2]
clock buffers | 19 | 432.9
clock inverters | 13 | 162.7
fillers | 1070 | 5129
inverters | 3 | 11.26
multi-input cells | 372 | 2492
flip-flops and latches | 187 | 4917
well taps | 184 | 230.2
repair buffers | 129 | 1269
-- layout by cell type (no fill, tap or decap), drive strengths merged, types with 10 or more instances in the layout --
cell type,count
a21oi,19
and2,33
clkbuf,19
clkdlybuf4s50,120
dfrtp,10
dfxtp,64
edfxtp,111
mux2,17
mux2i,35
mux4,17
nand2,137
nand3,20
nor2,27
o21ai,20
Power and IR drop assume default switching activity.
